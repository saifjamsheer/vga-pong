[flow/config.mk]
export PLATFORM = sky130hd
export DESIGN_NAME = ProgramCounter
export DESIGN_NICKNAME = ProgramCounter
export VERILOG_FILES = /design/flow/design.v
export SDC_FILE = /design/flow/constraint.sdc
export NUM_CORES = 4
export LEC_CHECK = 1
export CORE_AREA = 10 10 98 98
export DIE_AREA = 0 0 108 108
[flow/constraint.sdc]
current_design ProgramCounter

set clk_period 7.1
set clk_io_pct 0.2

create_clock -name clk0 -period $clk_period [get_ports {Clock}]

set non_clock_inputs [all_inputs -no_clocks]
set_input_delay [expr $clk_period * $clk_io_pct] -clock clk0 $non_clock_inputs
set_output_delay [expr $clk_period * $clk_io_pct] -clock clk0 [all_outputs]
[flow/design.v]
module ProgramCounter (
	input 	Clock, 									 
	input 	Reset, 									 
	input 	[15:0] LoadValue, 					 
	input 	LoadEnable, 							 
	input 	signed [8:0] Offset, 				 
	input 	OffsetEnable, 							 
	output logic signed [15:0] CounterValue 	 
);
logic signed [15:0] NextCounterValue;  
always_ff @(posedge Clock)
begin
	CounterValue <= NextCounterValue;
end
always_comb
begin
	if (Reset)
		NextCounterValue = '0;
	else if (LoadEnable)
		NextCounterValue = LoadValue;
	else if (OffsetEnable)
		NextCounterValue = CounterValue + Offset;
	else
		NextCounterValue = CounterValue + 1;
end
endmodule
[flow/run.sh]
#!/bin/bash
# OpenROAD 26Q1-2900-gdf79404cd8, Yosys 0.63+post, stock flow scripts
make -C /OpenROAD-flow-scripts/flow DESIGN_CONFIG=/design/flow/config.mk WORK_HOME=/design/flow/orfs finish
==> reports/results.tsv <==
stage	metric	value	unit
outcome	run status	completed	
final_timing	Clock Skews	0.00116	ns
worst_setup_path	worst-case reg-to-reg path depth	8	
synthesis	post-synthesis cell area	1410	um^2
grt	first-pass GRT wire length	7420	um
final_timing	fin. max-slew vios	0	
worst_hold_path	HP Start	CounterValue[0]	
grt	GRT Util Overall	0.0779	
layout	layout cells sized above 1	0.0444	
die	die footprint	11700	um^2
worst_setup_path	reg-to-reg startpoint	CounterValue[0]	
placed_design	pre-CTS WS	2.84	ns
grt	maximum number of pins on one net before global-route repair	26	
worst_setup_path	worst path cell trace	clkdlybuf4s50_1 > nand2b_1 > ha_1 > fa_1 > a21o_1 > a221oi_2 > o21ai_2 > mux2i_1 > nor4b_1 > a211o_1	
power_and_ir_drop	Power, Total	0.299	mW
clock_tree	# Post-CTS Setup Buffers	0	
clock_tree	clk root buf	clkbuf_8	
worst_hold_path	hold path endpoint	CounterValue[0]	
worst_setup_path	Reg-to-Reg End	CounterValue[10]	
clock_tree	Latency at later pin	0.26	ns
placed_design	GP Congestion	0.829	
clock_tree	hold_buf cts	0	
synthesis	Unique cell types	44	
final_timing	crit path time final	3.99	ns
synthesis	ys async rst share	0	
grt	number of global-route vias before repair	1459	
layout	top flop regs	CounterValue (16)	
worst_setup_path	crit start category	input pin	
final_timing	Worst Max-Slew Pin Slew	0.549	ns
grt	total gr overflow	0	
worst_setup_path	CP Capture Type	flip-flop	
layout	most numerous logic cell after layout	clkdlybuf4s50_1	
synthesis	sequential share of the synthesized area	0.228	
final_timing	total negative slack	0	ns
worst_hold_path	Min-Delay Path Class	reg -> reg	
synthesis	Commonest flop	dfxtp_1	
die	I/O pins	45	
die	fp_density	0.184	
clock_tree	Max clock buf depth	2	
synthesis	Dominant cell area share	0.228	
final_timing	Final Hold Viols	0	
job	Maximum Capacitance Violations	0	
synthesis	Synth Register Bits	16	
layout	most frequent cells in the layout	clkdlybuf4s50_1, nand2_1, dfxtp_1, nor2_1, a21oi_1	
final_timing	cycle use final	0.562	
power_and_ir_drop	leakage power	0.761	nW
final_timing	Max Fclk	251	MHz
synthesis	Synth area leader	dfxtp_1	
routing	TritonRoute pass-1 iters	4	
routing	Vias	1487	
routing	Detailed Route WL	4520	um
synthesis	Yosys chip area	1410	um^2
worst_setup_path	critical path arrival	4.14	ns
worst_hold_path	hold depth	3	
synthesis	Yosys warnings	1	
clock_tree	post-CTS sizing	0	
synthesis	number of enable flip-flop cells	0	
routing	# DRC	0	
final_timing	Final WS setup	3.11	ns
final_timing	Rel. slew slack	0.629	
routing	Antenna diodes	0	
die	Core Footprint	7650	um^2
worst_setup_path	crit-path max cell delay	0.65	ns
clock_tree	H-tree Lvls	1	
die	Die Y-Extent	108	um
worst_setup_path	Slowest cell on crit path	clkdlybuf4s50_1	
clock_tree	Clock transition at path regs	0.07	ns
clock_tree	Sink Count	16	
final_timing	Final setup viols	0	
synthesis	ys cells	187	
layout	Largest Register	CounterValue	
clock_tree	CTS buffer count	3	
placed_design	PortBufs	44	
layout	max FFs per register	16	
routing	Avg WL per Cell	13.8	um
synthesis	syn avg cell area	7.51	um^2
die	Die X	108	um
layout	Area growth syn-to-layout	41.7	%
worst_setup_path	Worst EP required	7.25	ns
routing	ANT nets after route	0	
routing	detail-routed via count per cell	4.55	
die	Rows	32	
worst_setup_path	critical-path maximum fanout	11	
routing	initial drt markers	99	
worst_setup_path	WS Path Type	in -> reg	
power_and_ir_drop	Power Density	150	nW/um^2
synthesis	leading cell types by total area after synthesis	dfxtp_1, nand2_1, ha_1	
grt	antenna violations before repair	0	
synthesis	Post-Syn Instances	187	
final_timing	RSZ-0062 raised after global routing	false	
clock_tree	CTS tree	done	
job	tool warnings	25	
power_and_ir_drop	maximum vdd drop	0.0639	mV
placed_design	DP HPWL	3460	um
worst_setup_path	R2R Setup Slk	4.71	ns
## worst max path at each step
stage	slack, ns	endpoint	start	cells past startpoint
after CTS	3.10	CounterValue[10]	OffsetEnable	10
after global routing	2.92	CounterValue[10]	OffsetEnable	10
final	3.11	CounterValue[10]	OffsetEnable	10
## cell usage after synthesis (4+ instances only)
library cell,instances
and2_1,11
nor3_1,8
xnor2_1,7
dfxtp_1,16
a21oi_1,13
clkbuf_1,5
xor2_1,4
ha_1,8
mux2i_1,5
nand3_1,8
nor2_1,16
nand2_1,27
buf_2,6
## cell type report
type                       instances  area (um^2)
fill                             824         5660
inverter                           1         3.75
multi-input combinational        158         1030
sequential                        16          320
timing repair buffer              46          455
tap                              102          128
clock buffer                       4         55.1
## worst max-delay path: cells and delay by family
family,cells,cell delay (ns)
muxes,1,0.22
AOI/OAI and AO/OA,4,1.05
and+or+nand+nor,2,0.17
buffers and inverters,1,0.65
adders and majority gates,2,0.62
## per-stage QoR
| step | instance area [um^2] | instances | hold slack (ns) | util |
|---|---|---|---|---|
| 2_1_floorplan | 1410 | 187 | 0.559 | - |
| 3_3_place_gp | 1940 | 323 | 0.620 | 0.253 |
| 3_5_place_dp | 1940 | 323 | 0.629 | 0.253 |
| 4_1_cts | 1990 | 327 | 0.647 | 0.260 |
| 5_1_grt | 1990 | 327 | 0.702 | 0.260 |
| 6_report | 1990 | 327 | 0.638 | 0.260 |
## layer usage
layer	track usage	up-vias	routed length, um
met3	0.0301	2	482
met1	0.105	669	2100
met5	0	-	0
li1	-	759	-
met2	0.122	57	1940
met4	0.00191	0	4
## kinds of logic after synthesis
logic type,synth area share
compound gates,0.188
buf+inv,0.0401
xor+xnor,0.0686
fa+ha+maj,0.0855
simple gates,0.346
mux,0.0436
flops,0.228
## where the power goes
group          total [mW]  switching [mW]  internal (mW)
clock              0.0865          0.0371         0.0493
sequential          0.110          0.0121         0.0981
combinational       0.102          0.0447         0.0573
Power is estimated from default activity; no workload was simulated.
