==> flow/config.mk <==
export PLATFORM = sky130hd
export DESIGN_NAME = VgaController
export DESIGN_NICKNAME = VgaController
export VERILOG_FILES = /design/flow/design.v
export SDC_FILE = /design/flow/constraint.sdc
export NUM_CORES = 4
export LEC_CHECK = 1
export CORE_UTILIZATION = 30
==> flow/constraint.sdc <==
current_design VgaController

set clk_period 3.1
set clk_io_pct 0.2

create_clock -name clk0 -period $clk_period [get_ports {Clock}]

set non_clock_inputs [all_inputs -no_clocks]
set_input_delay [expr $clk_period * $clk_io_pct] -clock clk0 $non_clock_inputs
set_output_delay [expr $clk_period * $clk_io_pct] -clock clk0 [all_outputs]
==> flow/design.v <==
module VgaController (
	input 					Clock, 		 
	input 					Reset, 		 
	output logic 			blank_n, 	 
	output logic  			sync_n, 		 
	output logic 			hSync_n, 	 
	output logic 			vSync_n, 	 
	output logic [10:0] 	nextX,		 
	output logic [9:0] 	nextY			 
);
	logic 					hBlank_n;	 
	logic 					vBlank_n;	 
VgaCounter #(1040,666) Position (.Clock(Clock),.Reset(Reset),.NextCounterX(nextX),.NextCounterY(nextY));
VgaStateMachine #(800,856,976,1040,10) EmmaStone1 (.Clock(Clock), .Reset(Reset), .nextValue(nextX), .blank_n(hBlank_n), .sync_n(hSync_n));  
VgaStateMachine #(600,637,643,666,9) EmmaStone2 (.Clock(Clock), .Reset(Reset), .nextValue(nextY), .blank_n(vBlank_n), .sync_n(vSync_n));  
assign blank_n = (hBlank_n & vBlank_n);
assign sync_n = (hSync_n & vSync_n);
endmodule
module VgaCounter #(
	parameter 				TOTAL_X = 1040,	 
	parameter 				TOTAL_Y = 666		 
)
(
	input 					Clock, 				 
	input 					Reset, 				 
	output logic [10:0] 	NextCounterX,		 
	output logic [9:0]	NextCounterY		 
);
always_ff @(posedge Clock)
begin
	if (Reset)
		begin
		NextCounterX = 1;
		NextCounterY = 1;
		end
	else if (NextCounterX == TOTAL_X) 
		begin
		NextCounterX = 1;
		if (NextCounterY == TOTAL_Y)  
			begin
			NextCounterY = 1;
			end
		else
			NextCounterY = NextCounterY + 1;
		end
	else 
		NextCounterX = NextCounterX + 1;
end
endmodule
module VgaStateMachine #(
	parameter 							END_VIS = 799, 			 
	parameter				 			END_FRONTPORCH = 855, 	 
	parameter 							END_SYNC = 975,			 
	parameter 							END_BACKPORCH = 1039, 	 
	parameter 							DATA_WIDTH = 10			 
)
(
	input 								Clock, 		 
	input 								Reset, 		 
	input logic [DATA_WIDTH:0] 	nextValue, 	 
	output logic 						blank_n, 	 
	output logic  						sync_n 		 
);
typedef enum {Visible, FrontPorch, Sync, BackPorch} eState;  
eState CurrentState, NextState;
always_ff @(posedge Clock) CurrentState <= NextState;
always_comb
begin
	case (CurrentState)
	Visible: 
	begin
		blank_n = '1;
		sync_n  = '1;
		begin
			if (nextValue == END_VIS)
				NextState = FrontPorch;
			else
				NextState = CurrentState;
		end
	end
	FrontPorch: 
	begin
		blank_n = '0;
		sync_n  = '1;
		begin
			if (nextValue == END_FRONTPORCH)
				NextState = Sync;
			else
				NextState = CurrentState;
		end
	end
	Sync: 
	begin
		blank_n = '0;
		sync_n  = '0;
		begin
			if (nextValue == END_SYNC)
				NextState = BackPorch;
			else
				NextState = CurrentState;
		end
	end
	BackPorch: 
	begin
		blank_n = '0;
		sync_n  = '1;
		begin
			if (nextValue == END_BACKPORCH)
				NextState = Visible;
			else
				NextState = CurrentState;
		end
	end
	default:
	begin
		blank_n = '1;
		sync_n  = '1;
		begin
			if (nextValue == END_VIS)
				NextState = FrontPorch;
			else
				NextState = CurrentState;
		end
	end
endcase;
end
endmodule
==> flow/run.sh <==
#!/bin/bash
# OpenROAD 26Q1-2900-gdf79404cd8, Yosys 0.63+post, stock flow scripts
make -C /OpenROAD-flow-scripts/flow DESIGN_CONFIG=/design/flow/config.mk WORK_HOME=/design/flow/orfs finish
==> run summary <==
Latest figures from synthesis and place and route.

The number of instances in the placed design is 237. The leakage component of the power is 0.638 nW. Across the run, the number of max-cap violations was 0. The overall fraction of global-route tracks in use is 0.132. The number of hold buffers added after CTS is 0. The critical path is of the flip-flop to flip-flop type. The total clock buffers created by CTS is 5. The async set or reset register ratio after synthesis is 0. The mean post-synth cell area is 8.80 sq um. The number of antenna violations at the first check in global routing is 0. The final report gives the core utilization as 0.404. The total antenna diodes in the routed design is 0. Max fanout on the critical path was recorded as 7. According to the I/O placement log, the pin count is 27. After detailed routing, the total wire length is 3.11 mm. Setup repair after global routing left no endpoint under its margin. The first global-routing pass estimated 5.28 mm of wire. The global placement routability congestion is 0.796. In this run the tools logged warnings totalling 29. The synthesis log from Yosys contains 3 warnings. The first-pass detailed-route iteration total is 6. The flop and latch count out of synthesis is 29. Of all cell types, the one taking the most synthesized area is sky130_fd_sc_hd__dfxtp_1. Summed over all layers, the global routing overflow is 0. Sorting the synthesized cells by how often they occur yields 29 x sky130_fd_sc_hd__dfxtp_1, 14 x sky130_fd_sc_hd__nor2_1, 13 x sky130_fd_sc_hd__inv_1, 12 x sky130_fd_sc_hd__nand2_1. After floorplanning, the core was divided into 24 placement rows. The post-route DRC violation count is 0.

The count of library flops with an enable pin is 0. In this run the tightest slew margin relative to its limit is 0.728. The number of standard cells after synthesis is 163.

In this build the clock could be raised as far as 428 MHz. The per-cell via count in the routed design is 5.01. The required arrival time at the worst endpoint is 3.30 ns.

The count of final max-slew check failures is 0. The area of the chip is 0.00506 sq mm. The clock-pin transition on the worst setup and hold timing paths is 0.06 ns. The routed wire length per instance is 12.7 microns. In this run the critical path is formed by inv_1 > ha_1 > or4b_4 > or4_1 > or3_1 > a21oi_1. The kind of start point of the critical path is a flip-flop. The worst setup path is captured at a flip-flop. The via count of the first global-routing pass was 1111. The minimum clock period after layout is 2.33 ns. The die span in x is 71.2 microns. The delay of the slowest cell on the worst path is 0.64 ns.

The part of the Yosys area used for sequential elements is 0.405. Power comes to 707 uW. The count of different cell masters after synthesis is 40.

The final report lists the setup-violating endpoint count as 0. The clock tree from TritonCTS is yes. In this run the number of H-tree levels came out at 2. Per the OpenROAD floorplan log, the height of the die is 71.2 microns. In this run the standard cell core region covers 0.00447 sq mm. For this run, the chip area from Yosys synthesis comes to 0.00144 sq mm. The run finished with clean final reports. The effective utilization at floorplan is 0.321. After clock tree synthesis, the repair step resized 0 gates.

CTS placed an instance of sky130_fd_sc_hd__clkbuf_8 at the clock tree root. Per the final layout report, the fraction of cells sized above drive strength 1 comes to 0.0674. The number of input and output port buffers inserted is 26. The cell with the most instances after synthesis is sky130_fd_sc_hd__dfxtp_1. The count of vias placed by the detailed router is 1227. Of the post-synthesis cell area, the dominant cell type holds 0.405. Yosys attributes the largest share of cell area to sky130_fd_sc_hd__dfxtp_1 40%, sky130_fd_sc_hd__ha_1 5.2%, sky130_fd_sc_hd__xor2_1 4.9%. The script computed a power per unit cell area of 391 mW/mm^2. The total number of clock tree sinks is 29.

The area growth from synthesis to layout is 25.9%. The worst-case vdd ir drop is 0.159 mV. The number of standard cells in the final layout excluding fillers is 245. The remaining antenna violation count is 0.

Data arrives at the worst endpoint at 2.54 ns. Entering global routing, the biggest net connects 12 pins. The total negative slack for setup checks is 0 ns. The final worst-path cycle share is 0.753. The timing report shows that the slowest cell on the worst path is sky130_fd_sc_hd__or4_1. The most frequently used flop master after synthesis is sky130_fd_sc_hd__dfxtp_1. At the pin with the least slew margin, the transition time is 0.406 ns. The post-CTS setup buffer count is 0. The setup clock skew after layout is 0.00300 ns.

Counting endpoints that fail hold in the final report gives 0. The clock latency on the worst-skew pair is 0.27 ns. The cell area that synthesis handed to floorplanning was 0.00144 sq mm. Detailed placement ended at an HPWL of 2.23 mm. No sink is reached through more buffers than the 2 on the longest clock path. For this design, Yosys synthesis ends with a cell count of 163.

The min-delay analysis places its worst path in the category flip-flop to flip-flop. The number of DRC markers after the initial detailed-route iteration is 44.
[sequential cells by signal, summed over array words and instances (netlist names)]
signal,count
Position.NextCounterX,11
Position.NextCounterY,10
EmmaStone1.CurrentState,4
EmmaStone2.CurrentState,4
[layer usage]
metal	up-vias	routed length, microns	track usage
met4	0	42	0.0222
met1	548	1660	0.218
li1	646	-	-
met3	5	169	0.0275
met5	-	0	0
met2	28	1230	0.183
[layout by cell type (no fill, tap or decap), types with 3 or more instances in the layout]
| master | synthesis | routed |
|---|---|---|
| sky130_fd_sc_hd__nand3_1 | 10 | 10 |
| sky130_fd_sc_hd__or3_1 | 6 | 6 |
| sky130_fd_sc_hd__o21ai_0 | 10 | 10 |
| sky130_fd_sc_hd__clkdlybuf4s50_1 | 0 | 26 |
| sky130_fd_sc_hd__nand4_1 | 6 | 6 |
| sky130_fd_sc_hd__a21oi_1 | 8 | 8 |
| sky130_fd_sc_hd__nor4bb_1 | 4 | 4 |
| sky130_fd_sc_hd__nor2_1 | 14 | 14 |
| sky130_fd_sc_hd__nand4b_1 | 4 | 4 |
| sky130_fd_sc_hd__clkbuf_1 | 1 | 3 |
| sky130_fd_sc_hd__dfxtp_1 | 29 | 29 |
| sky130_fd_sc_hd__xor2_1 | 8 | 8 |
| sky130_fd_sc_hd__clkbuf_8 | 1 | 5 |
| sky130_fd_sc_hd__ha_1 | 6 | 6 |
| sky130_fd_sc_hd__inv_1 | 13 | 13 |
| sky130_fd_sc_hd__nand2_1 | 12 | 12 |
| sky130_fd_sc_hd__and3_1 | 3 | 3 |
[cell type report]
cell class              instances  area, sq um
inverters                      13         48.8
multi-input cells             117          772
well taps                      52         65.1
clock buffers                   8         80.1
flip-flops and latches         29          581
fillers                       446         2670
repair buffers                 26          260
[where the power goes]
part | total (mW) | switching, mW | internal (mW)
Combinational | 0.0331 | 0.0133 | 0.0199
Clock | 0.286 | 0.127 | 0.159
Sequential | 0.388 | 0.0102 | 0.378
Total | 0.707 | 0.150 | 0.557
[final timing paths]
path | slack (ns) | depth (start not counted) | start | endpoint
hold reg to reg | 0.45 | 2 | EmmaStone2.CurrentState[2] | EmmaStone2.CurrentState[2]
setup reg to reg | 0.77 | 6 | Position.NextCounterX[0] | Position.NextCounterY[9]
setup / recovery | 0.77 | 6 | Position.NextCounterX[0] | Position.NextCounterY[9]
hold / removal | 0.45 | 2 | EmmaStone2.CurrentState[2] | EmmaStone2.CurrentState[2]
[metrics by stage]
| stage | worst slack, ns | instance area, sq um | hold slack [ns] |
|---|---|---|---|
| 6_report | 0.766 | 1810 | 0.453 |
| 5_1_grt | 0.587 | 1810 | 0.475 |
| 4_1_cts | 0.752 | 1810 | 0.453 |
| 3_5_place_dp | 0.783 | 1730 | 0.438 |
| 3_3_place_gp | 0.844 | 1730 | 0.444 |
| 2_1_floorplan | 0.936 | 1440 | 0.423 |
[logic make-up (layout without fill, tap and decap cells)]
| group | Yosys count | in the layout | synth area share |
|---|---|---|---|
| simple gates | 75 | 75 | 0.311 |
| flops | 29 | 29 | 0.405 |
| fa+ha+maj | 6 | 6 | 0.0523 |
| xor+xnor | 10 | 10 | 0.0610 |
| compound gates | 26 | 26 | 0.113 |
| buf+inv | 17 | 47 | 0.0575 |
[critical path, delay by kind of cell (launching register included)]
kind	cells	cell delay, ns
AOI/OAI and AO/OA	1	0.14
adders and majority gates	1	0.15
DFF	1	0.38
buffers and inverters	1	0.10
and+or+nand+nor	3	1.50
No activity file was given, so power comes from the tool's default toggle rates.
